===== flow/design.v =====
package  Pipe_Buf_Reg_PKG;
    typedef struct packed{
        logic [8:0]     Curr_Pc;
        logic [31:0]    Curr_Instr;
    } if_id_reg;
    typedef struct packed{
        logic ALUSrc;
        logic MemtoReg;
        logic RegWrite;
        logic MemRead;
        logic MemWrite;
        logic [1:0]     ALUOp;
        logic Branch;
        logic JalrSel;
        logic [1:0]     RWSel;
        logic [8:0]     Curr_Pc;
        logic [31:0]    RD_One;
        logic [31:0]    RD_Two;
        logic [4:0]     RS_One;
        logic [4:0]     RS_Two;
        logic [4:0]     rd;
        logic [31:0]    ImmG;
        logic [2:0]     func3;
        logic [6:0]     func7;
        logic [31:0]    Curr_Instr;
    } id_ex_reg;
    typedef struct packed{
        logic RegWrite;
        logic MemtoReg;
        logic MemRead;
        logic MemWrite;
        logic [1:0]     RWSel;
        logic [31:0]    Pc_Imm;
        logic [31:0]    Pc_Four;
        logic [31:0]    Imm_Out;
        logic [31:0]    Alu_Result;
        logic [31:0]    RD_Two;
        logic [4:0]     rd;
        logic [2:0]     func3;
        logic [6:0]     func7;
        logic [31:0]    Curr_Instr;
    } ex_mem_reg;
    typedef struct packed{
        logic RegWrite;
        logic MemtoReg;
        logic [1:0]     RWSel;
        logic [31:0]    Pc_Imm;
        logic [31:0]    Pc_Four;
        logic [31:0]    Imm_Out;
        logic [31:0]    Alu_Result;
        logic [31:0]    MemReadData;
        logic [4:0]     rd;
        logic [31:0]    Curr_Instr;
    } mem_wb_reg;
endpackage
`timescale 1ns / 1ps
module RegFile#(
      parameter DATA_WIDTH   = 32,   
      parameter ADDRESS_WIDTH = 5,  
      parameter NUM_REGS = 32
   )
   (
   input  clk,  
   input  rst, 
   input  rg_wrt_en,  
   input  [ADDRESS_WIDTH-1:0] rg_wrt_dest,  
   input  [ADDRESS_WIDTH-1:0] rg_rd_addr1,  
   input  [ADDRESS_WIDTH-1:0] rg_rd_addr2,  
   input  [DATA_WIDTH-1:0] rg_wrt_data,  
   output logic [DATA_WIDTH-1:0] rg_rd_data1,    
   output logic [DATA_WIDTH-1:0] rg_rd_data2     
   );
integer 	 i;
logic [DATA_WIDTH-1:0] register_file [NUM_REGS-1:0];
always @( negedge clk ) 
begin
    if( rst == 1'b1 )
        for (i = 0; i < NUM_REGS ; i = i + 1)
            register_file [i] <= 0;
    else if( rst ==1'b0 && rg_wrt_en ==1'b1 ) begin
        register_file [ rg_wrt_dest ] <= rg_wrt_data;
    end
end
assign rg_rd_data1 = register_file[rg_rd_addr1];
assign rg_rd_data2 = register_file[rg_rd_addr2];
endmodule

===== flow/run.sh =====
#!/bin/bash
# OpenROAD 26Q1-2900-gdf79404cd8, Yosys 0.63+post, stock flow scripts
make -C /OpenROAD-flow-scripts/flow DESIGN_CONFIG=/design/flow/config.mk WORK_HOME=/design/flow/orfs finish

===== flow/config.mk =====
export PLATFORM = sky130hd
export DESIGN_NAME = RegFile
export DESIGN_NICKNAME = RegFile
export VERILOG_FILES = /design/flow/design.v
export SDC_FILE = /design/flow/constraint.sdc
export NUM_CORES = 4
export LEC_CHECK = 1
export CORE_UTILIZATION = 40

===== flow/constraint.sdc =====
current_design RegFile

set clk_period 11.7
set clk_io_pct 0.2

create_clock -name clk0 -period $clk_period [get_ports {clk}]

set non_clock_inputs [all_inputs -no_clocks]
set_input_delay [expr $clk_period * $clk_io_pct] -clock clk0 $non_clock_inputs
set_output_delay [expr $clk_period * $clk_io_pct] -clock clk0 [all_outputs]

==> impl_metrics.py <==
# Generated from Yosys and OpenROAD reports
metrics = {
    "run_status": {
        "outcome": "finished, final reports clean",
    },
    "floorplanning": {
        "ios": 114,
        "initCoreUtil": 0.403,
        "die_w_um": 377,
        "die_height_um": 377,
        "core_um2": 140000,
        "die_area_um2": 142000,
        "rows": 137,
    },
    "sta": {
        "setup_viol": 0,
        "fin_setup_tns_ns": 0,
        "finalWorstSetupSlack_ns": 0.711,
        "tightest_slew_ns": 0.799,
        "hold_viol_final": 0,
        "grt_setup_unrepaired": "false",
        "slew_violations": 0,
        "slew_headroom": 0.467,
    },
    "worst_setup_path": {
        "startpoint_type": "flop",
        "required_ns": 9.36,
        "critPathSlowestCell": "clkdlybuf4s50_1",
        "cpPeakStageDelay_ns": 0.50,
        "crit_type": "reg -> out",
        "crit_path_end_kind": "primary output",
        "critical_path_arrival_ns": 8.65,
        "critPathMaxFanout": 2,
        "path_cells": "mux2i_1, a22o_1, nor3_1, a31oi_1, nand3_1, clkdlybuf4s50_1",
    },
    "detailed_routing": {
        "vias": 41600,
        "antenna_left": 0,
        "wl_per_cell_um": 25.7,
        "vias_per_cell": 5.47,
        "first_pass_iters": 6,
        "drc": 0,
        "routed_wl_um": 195000,
        "drtIter0Drc": 2610,
    },
    "synthesis": {
        "synth_warnings": 1,
        "topCellsByArea": "edfxtp_1 55%, mux2i_1 18%, and2_1 11%",
        "syn-instance-count": 4641,
        "yosys-stat-area_um2": 56200,
        "synth-async-reset-ratio": 0,
        "synth_cell_type_count": 31,
        "syn-cell-area_um2": 56200,
        "synth_flops": 1024,
        "yosysTopAreaCellShare": 0.547,
        "syn_avg_cell_area_um2": 12.1,
        "yosysCellCount": 4641,
        "flop_cell": "edfxtp_1",
        "ys_seq_share": 0.547,
        "synth-edff-count": 1024,
        "yosysTopAreaCell": "edfxtp_1",
    },
    "placed_design": {
        "port_buffers": 113,
        "place_ws_ns": 0.665,
        "hpwl_um": 111000,
        "place.gp.congestion": 0.927,
    },
    "power_and_ir_drop": {
        "pwr-share-clk": 0.490,
        "powerDensity_nw_per_um2": 159,
        "swShare": 0.300,
        "internal-power_mw": 7.47,
        "power.share.sequential": 0.409,
        "ir_drop_v": 0.000127,
        "power_switching_mw": 3.20,
        "pwr-share-comb": 0.101,
        "p_leak_nw": 30.1,
    },
    "flow_run": {
        "log.warning_count": 1027,
        "max_cap_violations": 0,
    },
    "final_layout": {
        "area_growth_pct": 19.7,
        "largest_reg_flops": 1024,
        "reg_top3": "register_file: 1024 flops",
        "lay_top_count": "inv_1",
        "most-common-layout-cells": "1,061 x inv_1, 1,024 x and2_1, 1,024 x mux2i_1, 1,024 x edfxtp_1, 194 x nand2_1",
        "mi_logic_area_um2": 23400,
        "n_fill_cell": 12300,
        "regMostFlops": "register_file",
        "regArea_um2": 30700,
        "drive_above_1_share": 0.0776,
    },
    "cts": {
        "cts_buffer_depth": 3,
        "cts_sinks": 1024,
        "cts-root-buf": "clkbuf_16",
        "htreeDepth": 3,
        "cts_buffers": 118,
        "cts_hold_buffers": 0,
        "ctsResizeCount": 0,
        "cts_tree": "yes",
        "clk_pin_slew_ns": 0.03,
        "postCtsSetupRepairBufs": 0,
    },
    "global_routing": {
        "grt_use_total": 0.293,
        "top_usage_layer": "met2",
        "grt_pass1_vias": 44300,
        "grt.met1_usage": 0.345,
        "grt_pass1_wl_um": 279000,
        "antenna_found_initial": 12,
        "grt_overflow": 0,
        "gr-usage-met2": 0.417,
        "use_met3": 0.194,
        "grt_max_degree": 95,
    },
    "min_path": {
        "hp-class": "in -> out",
    },
}
==> layout make-up <==
class	instances	share of cell area
multi-input cells	3168	0.348
clock inverters	1119	0.0731
flip-flops and latches	1024	0.457
repair buffers	293	0.0423
well taps	1876	0.0349
clock buffers	119	0.0443
diodes	5	0.000186
==> critical path, delay by kind of cell, from the launching register on <==
family	cells	cell delay, ns
AND-OR/OR-AND	2	0.61
multiplexers	1	0.16
buffers and inverters	1	0.50
flip-flops	1	0.38
AND/OR/NAND/NOR	2	0.42
==> Yosys cell counts, types with 5 or more instances <==
library cell  number
nor2_4             6
edfxtp_1        1024
nor2_1            15
buf_1             25
a22oi_1          192
nor2_2            13
buf_6             18
mux2i_1         1024
clkbuf_2          21
nor2b_1            5
and2_1          1026
a22o_1           128
buf_4             83
nand3_1          193
a31oi_1           64
clkbuf_1         247
nand2_1          196
a21oi_1          192
nor3_1            64
nand2b_1           5
buf_2             53
or2_2             34
==> cells by family after synthesis <==
group,Yosys count,synth area share
compound gates,576,0.0698
buf+inv,449,0.0397
flops,1024,0.547
mux,1024,0.182
simple gates,1568,0.161
==> power groups by stage <==
stage,clock (mW),combinational (mW),sequential (mW)
CTS,5.39,1.07,4.37
global route,5.80,1.14,4.38
finish,5.24,1.07,4.37
==> per-layer routing <==
| metal | routed length (um) | share of wire | vias up |
|---|---|---|---|
| li1 | - | - | 19000 |
| met1 | 71200 | 0.37 | 20100 |
| met2 | 88700 | 0.45 | 2102 |
| met3 | 26600 | 0.14 | 436 |
| met4 | 8060 | 0.041 | 24 |
| met5 | 611 | 0.0031 | - |
==> worst paths after layout <==
check | to | start | depth (start not counted)
worst min-delay path | rg_rd_data2[17] | rg_rd_addr2[1] | 6
worst max-delay path | rg_rd_data2[5] | register_file[7][5] | 6
==> through the flow <==
| step | utilization | instance area (um2) | instances | total power, mW | hold WS [ns] |
|---|---|---|---|---|---|
| CTS | 0.482 | 67300 | 7599 | 10.8 | 5.96 |
| global route | 0.482 | 67300 | 7601 | 11.3 | 5.98 |
| detailed placement | 0.426 | 59400 | 6362 | 5.99 | 5.95 |
| floorplan | - | 56200 | 4641 | 5.51 | 4.94 |
| global placement | 0.426 | 59400 | 6362 | 5.98 | 5.96 |
| finish | 0.482 | 67300 | 7604 | 10.7 | 5.89 |
Power figures rest on the tool's default switching activity, not on a simulated workload.
